==> ./design.v <==
module fsm #(
    parameter FSM_MAX_STATES = 8,
    parameter FSM_DELAY_WIDTH = 8
) (
    input logic clk,
    input logic rst_n,
    input logic activate,
    input logic [FSM_MAX_STATES-2:0][FSM_DELAY_WIDTH-1:0] fsm_delays,
    input logic [$clog2(FSM_MAX_STATES)-1:0] max_init_state,
    output logic [$clog2(FSM_MAX_STATES)-1:0] state
);
  logic [$clog2(FSM_MAX_STATES)-1:0] next_state;
  logic [FSM_DELAY_WIDTH-1:0] delay_counter;
  logic [FSM_DELAY_WIDTH-1:0] delay_counter_next;
  always_ff @(posedge clk or negedge rst_n) begin
    if (!rst_n) begin
      delay_counter <= 0;
    end else if (activate) begin
        delay_counter <= fsm_delays[0];
    end else begin
      delay_counter <= delay_counter_next;
    end
  end
  always_ff @(posedge clk or negedge rst_n) begin
    if (!rst_n) begin
      state <= 0;
    end else begin
      state <= next_state;
    end
  end
  always_comb begin
    next_state = 0;
    delay_counter_next = 0;
    if (delay_counter == 0) begin
      if (state == max_init_state) begin
        next_state = 0;
      end else begin
        next_state = state + 1;
        delay_counter_next = fsm_delays[state];
      end
    end else begin
      delay_counter_next = delay_counter - 1;
    end
  end
endmodule
==> ./run.sh <==
#!/bin/bash
# OpenROAD 26Q1-2900-gdf79404cd8, Yosys 0.63+post, stock flow scripts
make -C /OpenROAD-flow-scripts/flow DESIGN_CONFIG=/design/flow/config.mk WORK_HOME=/design/flow/orfs finish
==> ./config.mk <==
export PLATFORM = sky130hd
export DESIGN_NAME = fsm
export DESIGN_NICKNAME = fsm
export VERILOG_FILES = /design/flow/design.v
export SDC_FILE = /design/flow/constraint.sdc
export NUM_CORES = 4
export LEC_CHECK = 1
export CORE_AREA = 10 10 96 96
export DIE_AREA = 0 0 106 106
==> ./constraint.sdc <==
current_design fsm

set clk_period 4.3
set clk_io_pct 0.2

create_clock -name clk0 -period $clk_period [get_ports {clk}]

set non_clock_inputs [all_inputs -no_clocks]
set_input_delay [expr $clk_period * $clk_io_pct] -clock clk0 $non_clock_inputs
set_output_delay [expr $clk_period * $clk_io_pct] -clock clk0 [all_outputs]
==> run summary <==
Implementation numbers.

- The family with the most delay on the worst path is flip-flops.
- For this run, the total global-route usage over all layers was measured as 0.0697.
- The total area inside the core boundary comes to 7210 µm².
- The longest clock path from root to sink contains 2 buffers.
- For this design the top-level I/O count stands at 65.
- TritonCTS built the clock tree.
- The number of cells produced by synthesis is between 100 and 150.
- The worst hold slack across all endpoints is 0.632 ns.
- The count of placed standard cells including taps is 281.
- The number of gates resized after CTS is 0.
- For the worst flop-to-flop path, the logic depth is 4.
- The capturing element type of the critical path is an output port.
- For this block, the routed nets add up to 4020 µm of wire.
- The total internal power is 0.250 mW.
- The post-placement setup slack is 1.91 ns.
- The worst min-delay path category is reg2reg.
- After floorplanning, the core was divided into 31 placement rows.
- Per the OpenROAD floorplan log, the width of the die is 106 µm.
- The average routed wire per standard cell is roughly 14 µm.
- For this design the static power due to leakage is around 0.65 nW.
- The run finished with clean final reports.
- In the final timing run, aggregate negative setup slack is 0 ns.
- IR analysis of the VDD net gives a maximum drop of between 0.00007 and 0.00008 V.
- The number of setup buffers added after CTS is 0.
- Checking max transition, the worst relative margin is 0.509.
- The hold buffer count at CTS is 0.
- The tool flagged a number of max-cap violations equal to 0.
- The count of unresolved DRC violations after routing is 0.
- In the synthesis report, Yosys lists the chip area as approximately 1200 µm².
- After filler insertion, the fill cell instance count of the layout stands at 780.
- The number of global-route vias before repair is 1298.
- The share of power burned in registers is 0.374.
- The total stage count of the critical path is 1.
- The library cells used most frequently in the layout, excluding fill and tap cells, are sky130_fd_sc_hd__clkdlybuf4s50_1 (64), sky130_fd_sc_hd__mux2i_1 (27), sky130_fd_sc_hd__dfrtp_1 (11), sky130_fd_sc_hd__a22oi_1 (8), sky130_fd_sc_hd__nand3b_1 (8).
- The via density per instance is around 4.1.
- After detailed placement, the total cell area comes to 1880 µm².
- The least setup slack across all paths after layout is approximately 1.8 ns.
- The number of warnings printed during yosys synthesis is 1.
- In this run the mean area of a mapped cell was 9.17 µm².
- On the reported timing paths, the clock transition at the registers reads 0.05 ns.
- Setup repair after global routing left no endpoint under its margin.
- The residual antenna-violating net count after detailed routing is 0.
- The number of antenna violations at the first check in global routing came to 0.
- The total non-filler cell area in the finished layout is 1920 µm².
- The class of the most critical setup path is reg2out.
- The count of tool warnings is 26.
- The proportion of synthesized chip area in sequential cells is 0.238.
- Listed in order, past its start point the critical path passes clkdlybuf4s50_1.
- The library cell used most frequently in the layout, excluding fill and tap cells, is sky130_fd_sc_hd__clkdlybuf4s50_1.
- The detailed-routing iteration count for the pre-antenna-repair pass is 4.
- Post-route period utilization is reported as 0.586.
- For reference, the final report shows the max-slew violation count at 0.
- The timing-limited maximum frequency is approximately 400 MHz.
- The count of distinct cell types in the synthesized netlist is 30.
- The first-pass GRT wire length is roughly 6500 µm.
- The number of buffers and inverters on the critical path is 1.
- At the worst endpoint, the arrival time is 1.66 ns.
- The ratio of cells with drive above 1 in the final layout is 0.0430.
- The worst-path cell with the longest stage delay is sky130_fd_sc_hd__dfrtp_1.
- The number of antenna diodes in the final layout is 0.
- The initial standard-cell utilization of the core is 0.160.
- The share of total power dissipated in the clock network is 0.305.
- For this run the aggregate overflow at the end of global routing stands at 0.
- Between the synthesized netlist and the finished layout, the area growth was recorded as 66.3%.
- The power per cell area is 170 nW/µm².
- The worst path in the final design needs a cycle of 2.52 ns, including I/O delays and setup.
- The clock latency on the worst-skew pair is between 0.2 and 0.25 ns.
- The number of buffers inserted during clock tree synthesis is 3.
- The script extracted a net switching power of 0.0773 mW.
- The chip area is 11200 µm².
- STA classifies the critical path startpoint as a register.
- The HPWL after detailed placement is around 3500 µm.
- The clock tree root driver cell is sky130_fd_sc_hd__clkbuf_8.
- The tree built by TritonCTS fans out to 11 sinks.
- For the worst setup path, the data required time is 3.44 ns.
- The number of cells in Yosys stat is 126.
- The vertical die dimension is 106 µm.
- The number of DRC markers in iteration 0 is 85.
- Entering global routing, the biggest net connects 27 pins.
- Of the total power, combinational logic draws 0.322.
- For this run, the number of standard cells in the final layout without fillers is between 200 and 300.
- The synthesized netlist occupies a cell area of 1150 µm².
- The combinational gate area is between 800 and 900 µm².
- Looking at the clock tree report, the H-tree level count equals 1.
- The number of buffers added on ports is 64.
- The overall via count from detail_route is ~1200.
- Switching power as a fraction of the total was reported as 0.236.
- Setup violations remaining at the end of the flow were counted as 0.
- Among all stages on the critical path, the maximum delay recorded is approximately 0.81 ns.
- The register bit total from synthesis is 11.
- The largest clock skew in the final design is 0.00135 ns.
- Of all nets on the critical path, the largest fanout is 21.
- The final weighted congestion in routability-driven placement is 0.761.
- The transition time recorded at the tightest slew-check pin is 0.737 ns.
- The flip-flop and latch area is roughly 280 µm².
- The worst hold path was traced through 2 stages.
- The number of hold-slack violations in the final timing report is 0.
- The setup slack of the worst register-to-register path is about 2.3 ns.
-- sequential cells by signal, summed over array words and instances (netlist names) --
signal and cells:
delay_counter 8, state 3
-- worst reg2reg max path: stages, from the launching register on --
cell,delay (ns)
sky130_fd_sc_hd__dfrtp_1,0.81
sky130_fd_sc_hd__nor2b_1,0.60
sky130_fd_sc_hd__a22oi_1,0.14
sky130_fd_sc_hd__a311oi_1,0.29
sky130_fd_sc_hd__a21oi_1,0.07
-- synthesized netlist by cell type (all sizes together) --
cell type | count | area, µm²
nand3 | 7 | 35.0
and2 | 2 | 12.5
o311a | 1 | 11.3
clkbuf | 2 | 7.51
xor2 | 6 | 52.6
dfrtp | 11 | 275
o211ai | 7 | 52.6
a21oi | 6 | 30.0
a22oi | 8 | 60.1
nor4b | 1 | 23.8
a311oi | 1 | 8.76
inv | 3 | 11.3
buf | 7 | 43.8
nand2 | 2 | 7.51
clkinv | 1 | 3.75
or3 | 1 | 11.3
nor2b | 2 | 12.5
xnor2 | 1 | 8.76
ha | 3 | 37.5
a2bb2oi | 4 | 35.0
nor3 | 2 | 10.0
nor2 | 7 | 26.3
o221ai | 1 | 8.76
a31oi | 3 | 18.8
nand3b | 8 | 60.1
nor3b | 2 | 20.0
mux2i | 27 | 270
-- metal layers --
layer | vias to the layer above | GRT usage | part of all wire
met5 | - | 0 | 0
met4 | 0 | 0.00774 | 0.0075
met3 | 4 | 0.0269 | 0.078
met2 | 37 | 0.115 | 0.48
met1 | 521 | 0.0873 | 0.44
li1 | 603 | - | -
-- final timing paths --
| path | end | startpoint |
|---|---|---|
| max | state[1] | state[1] |
| min | delay_counter[5] | delay_counter[5] |
| max reg2reg | delay_counter[1] | state[1] |
| min reg2reg | delay_counter[5] | delay_counter[5] |
| max in group asynchronous | delay_counter[3] | rst_n |
| min in group asynchronous | state[1] | rst_n |
-- layout make-up --
class | instances | area share
timing repair buffer | 65 | 0.337
sequential | 11 | 0.143
clock buffer | 4 | 0.0235
inverter | 4 | 0.00782
tap | 99 | 0.0645
multi-input combinational | 102 | 0.423
-- cells by family after synthesis --
logic type	Yosys count	synth area share
simple gates	34	0.190
flops	11	0.238
xor+xnor	7	0.0531
fa+ha+maj	3	0.0325
buf+inv	13	0.0574
compound gates	31	0.195
mux	27	0.234
-- power by group through the flow --
stage / logic, mW / clock network [mW] / registers (mW)
6_report: 0.105 / 0.0996 / 0.122
5_1_grt: 0.116 / 0.108 / 0.124
4_1_cts: 0.107 / 0.102 / 0.122
-- per-stage QoR --
stage / total power, mW / util
6_report: 0.327 / 0.266
5_1_grt: 0.348 / 0.266
4_1_cts: 0.331 / 0.266
3_5_place_dp: 0.230 / 0.260
3_3_place_gp: 0.229 / 0.260
2_1_floorplan: 0.161 / -
Power figures rest on the tool's default switching activity, not on a simulated workload.
